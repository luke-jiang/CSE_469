### /design/flow/config.mk
export PLATFORM = sky130hd
export DESIGN_NAME = mux32_1
export DESIGN_NICKNAME = mux32_1
export VERILOG_FILES = /design/flow/design.v
export SDC_FILE = /design/flow/constraint.sdc
export NUM_CORES = 4
export LEC_CHECK = 1
export CORE_AREA = 10 10 70 70
export DIE_AREA = 0 0 80 80
### /design/flow/constraint.sdc
current_design mux32_1

set clk_period 1.8
set clk_io_pct 0.2

create_clock -name clk0 -period $clk_period

set non_clock_inputs [all_inputs -no_clocks]
set_input_delay [expr $clk_period * $clk_io_pct] -clock clk0 $non_clock_inputs
set_output_delay [expr $clk_period * $clk_io_pct] -clock clk0 [all_outputs]
### /design/flow/design.v
`timescale 1ps / 1ps
module mux16_1 (out, d, sel);
  output  logic         out;
  input   logic [15:0]  d;
  input   logic [3:0]   sel;
  logic [3:0] tmp;
  genvar i;
  generate
    for (i = 0; i < 4; i++) begin : eachMux4_1
      mux4_1 muxes (.out(tmp[i]), .d(d[i*4+3:i*4]), .sel(sel[1:0]));
    end
  endgenerate
  mux4_1 mux (.out, .d(tmp), .sel(sel[3:2]));
endmodule
module mux16_1_testbench ();
  logic         out;
  logic [15:0]  d;
  logic [3:0]   sel;
  mux16_1 dut (.out, .d, .sel);
  integer i;
  initial begin
    d = 16'b0000111100100110;
    for (i = 0; i < 16; i++) begin
      sel = i; #10;
    end
    d = 16'b1100010101010100;
    for (i = 0; i < 16; i++) begin
      sel = i; #10;
    end
  end
endmodule
`timescale 1ps / 1ps
module mux2_1 (out, d, sel);
  output  logic       out;
  input   logic [1:0] d;
  input   logic       sel;
  logic sel_neg;
  not #50 NOT (sel_neg, sel);
  logic [1:0] tmp;
  and #50 AND1 (tmp[1], d[1], sel);
  and #50 AND0 (tmp[0], d[0], sel_neg);
  or #50 OR (out, tmp[1], tmp[0]);
endmodule
module mux2_1_testbench();
  logic         out;
  logic [1:0]   d;
  logic         sel;
  mux2_1 dut (.out, .d, .sel);
  integer i, j;
  initial begin
    for (i = 0; i < 4; i++) begin
      d = i; sel = 0; #10;
      d = i; sel = 1; #10;
    end
  end
endmodule
`timescale 1ps / 1ps
module mux32_1 (out, d, sel);
  output  logic         out;
  input   logic [31:0]  d;
  input   logic [4:0]   sel;
  logic [1:0] tmp;
  mux16_1 mux0 (.out(tmp[0]), .d(d[15:0]), .sel(sel[3:0]));
  mux16_1 mux1 (.out(tmp[1]), .d(d[31:16]), .sel(sel[3:0]));
  mux2_1 mux2 (.out, .d(tmp), .sel(sel[4]));
endmodule
module mux32_1_testbench ();
  logic         out;
  logic [31:0]  d;
  logic [4:0]   sel;
  mux32_1 dut (.out, .d, .sel);
  integer i;
  initial begin
    d = 32'hC5540F26;   
    for (i = 0; i < 32; i++) begin
      sel = i; #10;
    end
    d = 32'h5D09A700;   
    for (i = 0; i < 32; i++) begin
      sel = i; #10;
    end
  end
endmodule
`timescale 1ps / 1ps
module mux4_1 (out, d, sel);
  output  logic       out;
  input   logic [3:0] d;
  input   logic [1:0] sel;
  logic [1:0] q;
  mux2_1 mux0 (q[0], d[1:0], sel[0]);
  mux2_1 mux1 (q[1], d[3:2], sel[0]); 
  mux2_1 mux2 (out, q, sel[1]);
endmodule
module mux4_1_testbench ();
  logic         out;
  logic [3:0]   d;
  logic [1:0]   sel;
  mux4_1 dut (.out, .d, .sel);
  integer i, j;
  initial begin
    for (i = 0; i < 16; i++) begin
      for (j = 0; j < 4; j++) begin
        d = i; sel = j; #10;
      end
    end
  end
endmodule
### /design/flow/run.sh
#!/bin/bash
# OpenROAD 26Q1-2900-gdf79404cd8, Yosys 0.63+post, stock flow scripts
make -C /OpenROAD-flow-scripts/flow DESIGN_CONFIG=/design/flow/config.mk WORK_HOME=/design/flow/orfs finish
==> flow_summary.ini <==
; physical design summary
[floorplan]
dieArea_mm2 = 0.00640
die_x_um = 80
die_h_um = 80
rows = 21
boundaryPins = 38
fp_util = 0.0952
core_mm2 = 0.00342

[timing]
drv_slew = 0
finalClockPeriodUsage = 1.00
hold_violations = 0
fmax_mhz = 554
timing.slew.headroom = 0.878
layout_setup_ws_ps = -5.50
fin_crit_ps = 1810
rsz0062_at_grt = true
setup_viol = 1
tightest_slew_ps = 178
fin_setup_tns_ps = -5.50

[grt]
grt_pass1_wl_um = 2300
grt_pass1_vias = 464
antenna_found_initial = 1
grt_max_degree = 9
gr-usage-all-layers = 0.0444
grt-ovfl-total = 0

[synth]
ys_area_um2 = 325
syn-cell-area_um2 = 325
ys_types = 15
synth_stat.cells = 41
ys_seq_share = 0
syn_inst = 41
top_cell_area_share = 0.492
yosys.area.top_type = mux2i_1
area_leaders = mux2i_1 (49%), a22oi_1 (9.2%), nand2_1 (6.9%)
top_cell = mux2i_1
yosys_warnings = 0
syn_area_per_cell_um2 = 7.93
common_cells = mux2i_1 (16), nand2_1 (6), a22oi_1 (4)

[worst_setup_path]
crit_path_start = d[7]
start_kind = input pin
cp.arrival_ps = 1450
worst-setup-path-type = input pin to output pin
critical_path.max_fanout = 1
required_ps = 1440
cp-end-kind = output pin

[detailed_routing]
vias_per_cell = 3.48
wire_per_inst_um = 11.8
drc = 0
route.vias.total = 449
drt_wl_total_um = 1530
drt_iter0_drc = 23
dr.pass1.iters = 4
antenna_left = 0

[status]
violations = negative setup slack
status = finished with violations

[power]
p_leak_nw = 0.364
p_seq_frac = 0
p_clk_frac = 0
p_per_area_mw_per_mm2 = 189
switching_share = 0.349
ir_worst_vdd_mv = 0.0387
p_sw_mw = 0.0516
p_comb_frac = 1.000
internal_power_mw = 0.0960

[place]
dp_hpwl_um = 1420
place_congestion = 0.764
portBuffers = 38
dp.cells = 127

[finish]
clockBufferCount = 0
regArea_um2 = 0
flop-count = 0
area_delta_synth_final_pct = 140
post_route_cells_drive_above_1_share = 0.220
finalNonFillerCells = 129

[job]
warnings = 34
drv_cap = 0

[worst_hold_path]
hold_class = input pin to output pin
hold_start = sel[0]

[clock_network]
hold_buffers = 0
area by class of cell:
type                       count  area [um^2]
tap                           46         57.6
antenna                        1         2.50
timing repair buffer          43          398
fill                         393         2630
multi-input combinational     39          324
kinds of logic after synthesis:
| family | Yosys count | share of synthesized area |
|---|---|---|
| AND/OR/NAND/NOR | 14 | 0.219 |
| AND-OR/OR-AND | 9 | 0.192 |
| multiplexers | 16 | 0.492 |
| buffers and inverters | 2 | 0.0962 |
final timing paths:
| path | endpoint | cells past startpoint |
|---|---|---|
| worst max-delay path | out | 5 |
| worst min-delay path | out | 5 |
what timing repair did:
action,in CTS,in global routing
resized,55,3
setup buffers,1,0
cloned,0,0
endpoints found under the setup margin,1,1
pin swaps,12,3
per-stage QoR:
stage / hold WS (ps) / power [mW] / setup slack (ps) / util / area, um^2
after floorplan: 924 / 0.0579 / 232 / - / 325
after global placement: 1920 / 0.159 / -900 / 0.227 / 774
after detailed placement: 1920 / 0.160 / -893 / 0.227 / 774
after CTS: 1320 / 0.150 / -17.2 / 0.229 / 782
after global routing: 1280 / 0.160 / -60.5 / 0.228 / 779
final: 1230 / 0.148 / -5.50 / 0.229 / 782
layout by cell type, fill, tap and decap left out:
| cell | count |
|---|---|
| nor2b_2 | 1 |
| buf_8 | 1 |
| nand3_1 | 2 |
| a311o_1 | 1 |
| and2_2 | 1 |
| dlygate4sd2_1 | 28 |
| a211oi_1 | 1 |
| buf_12 | 2 |
| a22oi_2 | 3 |
| mux2i_1 | 14 |
| mux2i_2 | 2 |
| buf_4 | 3 |
| nand4b_1 | 1 |
| diode_2 | 1 |
| buf_2 | 3 |
| a21oi_1 | 3 |
| nor2_2 | 1 |
| nand2b_1 | 1 |
| clkdlybuf4s50_1 | 6 |
| and2b_2 | 1 |
| nand2_1 | 6 |
| a22oi_1 | 1 |
power groups by stage:
stage,sequential [mW],combinational [mW],clock (mW)
after CTS,0,0.150,0
final,0,0.148,0.0000000742
after global routing,0,0.160,0
per-layer routing:
| metal | track usage | vias to the layer above | share of wire |
|---|---|---|---|
| met5 | 0 | - | 0 |
| met3 | 0.0114 | 0 | 0.064 |
| met4 | 0 | 0 | 0 |
| li1 | - | 243 | - |
| met1 | 0.0575 | 190 | 0.45 |
| met2 | 0.0762 | 16 | 0.49 |
critical path: stages:
cell	delay, ps
clkdlybuf4s50_1	400
mux2i_1	160
a22oi_1	90
a311o_1	310
buf_2	120
Power and IR drop assume default switching activity.
