## config.mk

```make
export PLATFORM = sky130hd
export DESIGN_NAME = shifter
export DESIGN_NICKNAME = shifter
export VERILOG_FILES = /design/flow/design.v
export SDC_FILE = /design/flow/constraint.sdc
export NUM_CORES = 4
export LEC_CHECK = 1
export CORE_UTILIZATION = 50
```

## constraint.sdc

```tcl
current_design shifter

set clk_period 8.4
set clk_io_pct 0.2

create_clock -name clk0 -period $clk_period

set non_clock_inputs [all_inputs -no_clocks]
set_input_delay [expr $clk_period * $clk_io_pct] -clock clk0 $non_clock_inputs
set_output_delay [expr $clk_period * $clk_io_pct] -clock clk0 [all_outputs]
```

## design.v

```verilog
module mult (
  input logic   [63:0]  A, B,
  input logic           doSigned,				 
  output logic  [63:0]  mult_low, mult_high
  );
  logic signed  [63:0]  signedA, signedB;
  logic signed  [127:0] signedResult;
  logic         [127:0] unsignedResult;
  always_comb begin
    signedA = A;
    signedB = B;
    signedResult = signedA * signedB;
  end
  always_comb
    unsignedResult = A * B;
  always_comb
    if (doSigned)
      {mult_high, mult_low} = signedResult;
    else
      {mult_high, mult_low} = unsignedResult;
endmodule
module shifter(
  input logic   [63:0]  value,
  input logic           direction,  
  input	logic   [5:0]   distance,
  output logic  [63:0]  result
  );
  always_comb begin
    if (direction == 0)
      result = value << distance;
    else
      result = value >> distance;
  end
endmodule
module shifter_testbench();
  logic	[63:0]  value;
  logic	        direction;
  logic [5:0]   distance;
  logic [63:0]  result;
  shifter dut (.value, .direction, .distance, .result);
  integer i, dir;
  initial begin
    value = 64'hDEADBEEFDECAFBAD;
    for(dir=0; dir<2; dir++) begin
      direction <= dir[0];
      for(i=0; i<64; i++) begin
        distance <= i; #10;
      end
    end
  end
endmodule
module mult_testbench();
  logic [63:0]  A, B;
  logic         doSigned;
  logic	[63:0]  mult_low, mult_high;
  logic	[127:0] fullVal;
  mult dut (.A, .B, .doSigned, .mult_low, .mult_high);
  assign fullVal = {mult_high, mult_low};
  integer i;
  initial begin
    for(i=0; i<2; i++) begin
      doSigned <= i[0];
      A <=  0; B <=  0; #10;
      A <=  1; B <=  2; #10;
      A <= -1; B <=  1; #10;
      A <= -1; B <= -1; #10;
      A <= 5<<35; B <= 6<<35; #10;
    end
  end
endmodule
```

## run.sh

```bash
#!/bin/bash
# OpenROAD 26Q1-2900-gdf79404cd8, Yosys 0.63+post, stock flow scripts
make -C /OpenROAD-flow-scripts/flow DESIGN_CONFIG=/design/flow/config.mk WORK_HOME=/design/flow/orfs finish
```

==> impl_metrics.env <==
# source this file to load flow results
export IMPL_outcome="finished, final reports clean"
export IMPL_chipArea_mm2=0.01759
export IMPL_clkbuf_count=0
export IMPL_cts_setup_buffers=0
export IMPL_power_leakage_nw=3.379
export IMPL_dp_cells=1256
export IMPL_fin_tns_setup_ps=0
export IMPL_endpoint_kind="output port"
export IMPL_netlist_instances=977
export IMPL_wl_per_cell_um=34.12
export IMPL_path_class="input port to output port"
export IMPL_die_height_um=132.6
export IMPL_hold_path_class="input port to output port"
export IMPL_slew_headroom_pct=22.13
export IMPL_top_layer="met4"
export IMPL_wl_met2_um=17030
export IMPL_required_ps=6720
export IMPL_grt_ovfl_total=0
export IMPL_crit_start="direction"
export IMPL_stdcell_count=1257
export IMPL_routed_wl_met3_um=8413
export IMPL_synth_distinct_cells=62
export IMPL_arrival_ps=5320
export IMPL_top_cells_by_area="mux4_2 (34%), mux2i_1 (15%), mux2_2 (7.7%), nor2_1 (5.4%), o22ai_1 (4.9%)"
export IMPL_initial_utilization_pct=51.26
export IMPL_synth_seq_area_share_pct=0
export IMPL_max_slew_worst_pin_slew_ps=1136
export IMPL_grt_antenna_before_repair=0
export IMPL_hpwl_um=32440
export IMPL_wl_met1_um=14580
export IMPL_ys_area_mm2=0.008531
export IMPL_fin_util_pct=59.15
export IMPL_seq_cells=0
export IMPL_finalCriticalPeriod_ps=7005
export IMPL_ios=135
export IMPL_area_growth_pct=15.40
export IMPL_io_buffers=135
export IMPL_hold_viol_final=0
export IMPL_die_w_um=132.6
export IMPL_grt_pass1_vias=9555
export IMPL_drtAntennaViolNets=0
export IMPL_ys_warn_count=1
export IMPL_drt_pre_antenna_iters=7
export IMPL_grt_max_degree=70
export IMPL_openroad_warnings=33
export IMPL_drcViolationCount=0
export IMPL_synth_top_cell_by_count="mux4_2"
export IMPL_core_mm2=0.01664
export IMPL_avgViaCountPerCell=8.131
export IMPL_fill_cells=1504
export IMPL_drive_above_1_share_pct=22.30
export IMPL_power_internal_w=0.0003402
export IMPL_switchingPower_w=0.0004508
export IMPL_max_freq_mhz=142.8
export IMPL_maxCapViolCount=0
export IMPL_drt_initial_drc_count=1578
export IMPL_ir_drop_uv=66.32
export IMPL_min_to="result[59]"
export IMPL_synth_cell_area_mm2=0.008531
export IMPL_avgSynthCellArea_um2=8.732
export IMPL_crit_fanout=30
export IMPL_timing_final_crit_share_pct=83.39
export IMPL_post_synth_top_area_cell="mux4_2"
export IMPL_register_area_um2=0
export IMPL_top_area_share_pct=33.53
export IMPL_grt_setup_unrepaired="false"
export IMPL_drt_wl_total_um=42890
export IMPL_synthTopCellsByCount="mux4_2 (127), mux2i_1 (124), nor2_1 (122)"
export IMPL_rows=47
export IMPL_place_gp_congestion=1.158
export IMPL_hold_start="distance[3]"
export IMPL_finalMaxSlewViolations=0
export IMPL_grt_use_total_pct=50.74
export IMPL_setup_viol=0
export IMPL_vias=10221
export IMPL_p_per_area_mw_per_mm2=80.35
export IMPL_grt_pass1_wl_um=63180
export IMPL_swShare_pct=56.99
export IMPL_power_w=0.0007910
export IMPL_min_path_cells=4
export IMPL_cts_resized=0
export IMPL_hold_buffers=0
export IMPL_ys_cells=977
export IMPL_crit_path_start_kind="input port"
[worst max path at each step]
stage	to	slack (ps)	cells past startpoint
5_1_grt	result[5]	1310	7
6_report	result[3]	1400	7
4_1_cts	result[3]	1530	7
[worst max-delay path, stage by stage]
cell	delay [ps]
clkdlybuf4s50_1	1000
or3b_2	870
nor2_1	710
a22oi_1	190
and3_1	230
o221ai_1	100
clkdlybuf4s50_1	530
[cell usage in the layout (no fill, tap or decap), types with 21 or more instances in the layout]
cell / n
a21oi_1: 41
o21ai_0: 46
o22ai_1: 67
o211ai_1: 28
mux4_2: 127
mux2i_1: 124
mux2_2: 58
nor2_1: 122
buf_4: 32
o221ai_1: 21
nand2_1: 51
clkdlybuf4s50_1: 131
[kinds of logic after synthesis]
logic type             share of synthesized area [%]
muxes                                          55.73
AOI/OAI and AO/OA                              23.95
buffers and inverters                          6.629
and+or+nand+nor                                13.68
[metal layers]
metal	global-route usage (%)	vias up
met5	0	-
met4	23.12	0
met3	32.23	227
met2	67.28	1067
met1	65.78	4772
li1	-	4155
[layout make-up]
class / instances / area [um2] / area share [%]
multi-input cells: 865 / 7970 / 80.96
inverters: 5 / 21.27 / 0.2161
diodes: 1 / 2.502 / 0.02542
repair buffers: 166 / 1575 / 16.00
well taps: 220 / 275.3 / 2.796
[power groups by stage]
stage | logic, W | clock network (W) | registers, W
CTS | 0.000749 | 0 | 0
global route | 0.000811 | 0 | 0
[metrics by stage]
| step | cell area (um2) | hold WS, ps | setup slack, ps |
|---|---|---|---|
| finish | 9844 | 4221 | 1396 |
| global route | 9842 | 4277 | 1307 |
| CTS | 9842 | 4224 | 1528 |
| detailed placement | 9842 | 4224 | 1527 |
| global placement | 9842 | 4224 | 1577 |
| floorplan | 8531 | 3606 | 3217 |
