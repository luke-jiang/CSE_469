File: ./constraint.sdc
current_design decoder5x32

set clk_period 1.7
set clk_io_pct 0.2

create_clock -name clk0 -period $clk_period

set non_clock_inputs [all_inputs -no_clocks]
set_input_delay [expr $clk_period * $clk_io_pct] -clock clk0 $non_clock_inputs
set_output_delay [expr $clk_period * $clk_io_pct] -clock clk0 [all_outputs]
File: ./run.sh
#!/bin/bash
# OpenROAD 26Q1-2900-gdf79404cd8, Yosys 0.63+post, stock flow scripts
make -C /OpenROAD-flow-scripts/flow DESIGN_CONFIG=/design/flow/config.mk WORK_HOME=/design/flow/orfs finish
File: ./config.mk
export PLATFORM = sky130hd
export DESIGN_NAME = decoder5x32
export DESIGN_NICKNAME = decoder5x32
export VERILOG_FILES = /design/flow/design.v
export SDC_FILE = /design/flow/constraint.sdc
export NUM_CORES = 4
export LEC_CHECK = 1
export CORE_AREA = 10 10 70 70
export DIE_AREA = 0 0 80 80
File: ./design.v
`timescale 1ps / 1ps
module decoder1x2 (out, in, en);
  output  logic [1:0]   out;
  input   logic         in, en;
  logic notOut;
  and #50 AND1 (out[1], en, in);
  not #50 NOT (notOut, in);
  and #50 AND2 (out[0], en, notOut);
endmodule
module decoder1x2_testbench();
  logic [1:0]   out;
  logic         in, en;
  decoder1x2 dut (.out, .in, .en);
  initial begin
    en = 0; in = 0; #10;
    in = 1; #10;
    en = 1; in = 0; #10;
    in = 1; #10;
  end
endmodule
`timescale 1ps / 1ps
module decoder2x4 (out, in, en);
  output  logic [3:0] out;
  input   logic [1:0] in;
  input   logic       en;
  logic [1:0] tmp;
  decoder1x2 dec0 (.out(tmp),      .in(in[1]), .en);
  decoder1x2 dec1 (.out(out[3:2]), .in(in[0]), .en(tmp[1]));
  decoder1x2 dec2 (.out(out[1:0]), .in(in[0]), .en(tmp[0]));
endmodule
module decoder2x4_testbench();
  logic [3:0]   out;
  logic [1:0]   in;
  logic         en;
  decoder2x4 dut (.out, .in, .en);
  integer i;
  initial begin
    for(i = 0; i < 16; i++) begin
      {en, in} = i; #10;
    end
  end
endmodule
`timescale 1ps / 1ps
module decoder4x16 (out, in, en);
  output  logic [15:0]  out;
  input   logic [3:0]   in;
  input   logic         en;
  logic [3:0] tmp;
  decoder2x4 dec0 (.out(tmp), .in(in[3:2]), .en);
  genvar i;
  generate
    for (i = 0; i < 4; i++) begin : eachDecoder2x4
      decoder2x4 dec (.out(out[i*4+3:i*4]), .in(in[1:0]), .en(tmp[i]));
    end
  endgenerate
endmodule
module decoder4x16_testbench();
  logic [15:0]  out;
  logic [3:0]   in;
  logic         en;
  decoder4x16 dut (.out, .in, .en);
  integer i;
  initial begin
    for (i = 0; i < 32; i++) begin
      {en, in} = i; #10;
    end
  end
endmodule
`timescale 1ps / 1ps
module decoder5x32 (out, in, en);
  output  logic [31:0]  out;
  input   logic [4:0]   in;
  input   logic         en;
  logic [1:0] tmp;
  decoder1x2  dec0 (.out(tmp),        .in(in[4]),   .en);
  decoder4x16 dec1 (.out(out[31:16]), .in(in[3:0]), .en(tmp[1]));
  decoder4x16 dec2 (.out(out[15:0]),  .in(in[3:0]), .en(tmp[0]));
endmodule
module decoder5x32_testbench ();
  logic [31:0]  out;
  logic [4:0]   in;
  logic         en;
  decoder5x32 dut (.out, .in, .en);
  integer i;
  initial begin
    for (i = 0; i < 64; i++) begin
      {en, in} = i; #10;
    end
  end
endmodule
==> metrics.json <==
{
  "count_of_port_buffers_added_during_placement": 38,
  "count_of_endpoints_failing_hold_in_the_final_timing_report": 0,
  "finalWeightedCongestion": 0.762,
  "fa_ha_area_frac": 0,
  "min_period_over_period": 0.979,
  "area_growth_syn_to_layout_pct": 232,
  "finish.utilization": 0.223,
  "setup.worst_path.end_class": "output pin",
  "max_cap_viol_count": 0,
  "yosys_warnings": 0,
  "clockBufferCount": 0,
  "synth.yosys.seq_area_share": 0,
  "ir_drop_mv": 0.0293,
  "number_of_logic_stages_on_the_critical_path_including_buffering": 5,
  "pin_count": 38,
  "run_status": "complete, no violations",
  "floorplan_core_density": 0.0674,
  "fin_worst_hold_slack_ps": 1080,
  "wl_um": 1670,
  "synth-xor-area-share": 0,
  "sequential_standard_cell_area_sq_um": 0,
  "drt.antenna.violating_nets": 0,
  "layout_top_cells_excl_fill_tap": "dlygate4sd2_1, nor2_1, buf_2, buf_4",
  "design.die.area_sq_um": 6400,
  "yosys_area_sq_um": 230,
  "fmaxAchievable_mhz": 601,
  "dp_hpwl_um": 1320,
  "cellPowerDensity_nw_per_um2": 121,
  "global_route.usage.met2": 0.0859,
  "post_synth_ao_oa_area_fraction": 0,
  "timing.critical_path.cells": "buf_2 -> or4b_4 -> buf_6 -> nor2_2 -> buf_2",
  "worstPathBufferInverterCount": 3,
  "leading_post_synthesis_cells_by_cell_area": "nor2_1, nand4bb_1, nand4b_1",
  "final-max-slew-violation-count": 0,
  "grt_pass1_vias": 450,
  "route.detailed.drc": 0,
  "die_y_um": 80,
  "critPathRequiredTime_ps": 1360,
  "worstPathArrival_ps": 1320,
  "ys_sh_mux": 0,
  "crit_family": "simple AND/OR/NAND/NOR gates",
  "biggest_fanout_along_the_worst_timing_path": 3,
  "max_stage_delay_ps": 540,
  "post_synth_inst_count": 47,
  "syn-cell-area_sq_um": 230,
  "nFillCells": 380,
  "die_width_um": 80,
  "synth.avg_cell_area_sq_um": 4.90,
  "worst_pin_slew_ps": 230,
  "globalRouteMet3Util": 0.00909,
  "maximum_number_of_pins_on_one_net_before_global_route_repair": 9,
  "grt_usage": 0.0460,
  "synth.distinct_cells": 9,
  "standard_cell_rows": 21,
  "detail_route.iter0.violations": 11,
  "cp-start-kind": "input pin",
  "nFlopsAndLatches": 0,
  "global_routing_usage_on_met1": 0.0554,
  "openroad.warnings": 32,
  "global_route.peak_usage_layer": "met2",
  "grt_antenna_before_repair": 0,
  "detailedRoute.firstPassIterationCount": 4,
  "timing.slew.headroom": 0.847,
  "final_common_cell": "dlygate4sd2_1",
  "wl_per_cell_um": 12.0,
  "netlist.top_cell.by_area": "nor2_1",
  "grt_first_pass_wirelength_um": 2420,
  "timing.critical_path.slowest_stage_cell": "or4b_4",
  "final_layout_size_suffix_gt1_frac": 0.387,
  "yosysCellCount": 47,
  "final.setup.worst_slack_ps": 35.4,
  "static-leakage-power_nw": 0.404,
  "worst_hold_path_type": "in -> out",
  "logic_family": "simple AND/OR/NAND/NOR gates",
  "post_synth_and_or_nand_nor_area_fraction": 0.951,
  "post_drt_via_cell_ratio": 3.63,
  "yosys_top_cell_area_share": 0.522,
  "critical-path-top-cell-by-count": "buf_2",
  "layout_min_cycle_time_ps": 1660,
  "grt_overflow": 0,
  "route.vias.total": 505,
  "pre_cts_slack_ps": -578,
  "hold_path_depth": 4,
  "critPathKind": "in -> out",
  "diodes": 0,
  "core_area_sq_um": 3420,
  "report.final.setup_viol": 0
}
-- metrics by stage --
step                      power (W)  instance area, sq um  std cells  setup TNS (ps)
after floorplan           0.0000229                   230         47               0
after global placement    0.0000717                   687        132          -13950
after detailed placement  0.0000728                   687        132          -14590
after CTS                 0.0000934                   772        141               0
after global routing      0.0000997                   763        139           -3.26
final                     0.0000921                   763        139               0
-- tightest hold or removal path: cells and delay by family --
kind	cells	cell delay [ps]
simple gates	2	170
buf+inv	2	230
-- cells in the mapped netlist --
| cell | number |
|---|---|
| nor2_1 | 32 |
| clkbuf_1 | 3 |
| nand4b_1 | 3 |
| nand4bb_1 | 3 |
| nand2b_1 | 2 |
| nand2_1 | 1 |
| nand4_1 | 1 |
| or2_1 | 1 |
| or4b_1 | 1 |
-- metal layers --
| layer | share of wire | vias to the layer above |
|---|---|---|
| met5 | 0 | - |
| met4 | 0 | 0 |
| met3 | 0.085 | 0 |
| met2 | 0.50 | 18 |
| met1 | 0.41 | 238 |
| li1 | - | 249 |
-- power by group --
group          leakage, nW  total (W)  switching (W)  internal (W)
Combinational        0.404  0.0000921      0.0000446     0.0000475
Sequential               0          0              0             0
Clock                    0          0              0             0
Total                0.404  0.0000921      0.0000446     0.0000475
-- cell families (layout without fill, tap and decap cells) --
family,count (synthesis),after routing
buffers and inverters,3,49
and+or+nand+nor,44,44
-- layout make-up --
| class | instances | area, sq um | share of cell area |
|---|---|---|---|
| repair buffers | 49 | 399 | 0.523 |
| multi-input cells | 44 | 307 | 0.402 |
| well taps | 46 | 57.6 | 0.0754 |
-- repair_timing --
item                                    CTS  global route
gates resized                            81             5
buffers inserted                          9             0
pin swaps                                33             1
endpoints found under the setup margin   32            11
cloned                                    0             0
hold buffers                              0             0
-- path summary, 6_finish.rpt --
path,startpoint,end
max,in[2],out[1]
min,in[1],out[2]
Power figures rest on the tool's default switching activity, not on a simulated workload.
